## config.mk

```make
export PLATFORM = sky130hd
export DESIGN_NAME = FIFO_sync
export DESIGN_NICKNAME = FIFO_sync
export VERILOG_FILES = /design/flow/design.v
export SDC_FILE = /design/flow/constraint.sdc
export NUM_CORES = 4
export LEC_CHECK = 1
export CORE_UTILIZATION = 40
```

## constraint.sdc

```tcl
current_design FIFO_sync

set clk_period 2.5
set clk_io_pct 0.2

create_clock -name clk0 -period $clk_period [get_ports {clk}]

set non_clock_inputs [all_inputs -no_clocks]
set_input_delay [expr $clk_period * $clk_io_pct] -clock clk0 $non_clock_inputs
set_output_delay [expr $clk_period * $clk_io_pct] -clock clk0 [all_outputs]
```

## design.v

```verilog
module FIFO_sync
(
    input wire       clk,
    input wire       rst,
    input wire       wr_en,      
    input wire [7:0] din,        
    input wire       rd_en,      
    output reg       valid,      
    output reg [7:0] dout,       
    output reg       empty,      
    output reg       full        
    );
reg [7:0] FIFO[15:0] ;   
reg [3:0] wr_ptr;        
reg [3:0] rd_ptr;        
reg [7:0] din_reg;
reg [7:0] dout_reg;
reg almost_full;     
reg almost_empty;    
always @(posedge clk or posedge rst) 
begin
    if (rst) 
    begin
        din_reg<=0;    
    end
    else
        din_reg<=din;
end
always @(posedge clk or posedge rst) 
begin
    if (rst) 
    begin
        wr_ptr<=0;    
    end    
    else if (wr_en&&!full)  
    begin
        wr_ptr<=wr_ptr+1;    
    end
    else if (wr_ptr==15&&rd_en&&wr_en)  
    begin
        wr_ptr<=0;    
    end
    else if (empty) 
    begin   
        wr_ptr<=wr_ptr;               
    end
end
always @(posedge clk or posedge rst) 
begin
    if (rst) 
    begin
        rd_ptr<=0;    
    end    
    else if (rd_en&&!empty)  
    begin
        rd_ptr<=rd_ptr+1;    
    end
    else if (rd_ptr==15&&wr_en&&rd_en)   
    begin
        rd_ptr<=0;    
    end
    else if (full) 
    begin
        rd_ptr<=rd_ptr;          
    end
end
always @(posedge clk or posedge rst) 
begin
    if (rst) 
    begin
        almost_empty<=1;    
    end      
    else if ((wr_ptr==(rd_ptr+1))&&!wr_en&&rd_en)   
    begin
        almost_empty<=1;
    end
    else if (wr_en) 
    begin
        almost_empty<=0;    
    end
end
always @(posedge clk or posedge rst) 
begin
    if (rst) 
    begin
        almost_full<=0;    
    end     
    else if (((((wr_ptr+1)==rd_ptr)&&rd_ptr)||(wr_ptr==14&&rd_ptr==0))&&!rd_en&&wr_en) 
    begin    
        almost_full<=1;     
    end
    else if (rd_en) 
    begin
        almost_full<=0;    
    end
end
always @(posedge clk or posedge rst) 
begin
    if (rst) 
    begin
        empty<=1;    
    end    
    else if (wr_ptr==rd_ptr&&!wr_en&&rd_en)     
    begin
        empty<=1;    
    end
    else if (wr_en) 
    begin
        empty<=0;    
    end
end
always @(posedge clk or posedge rst) 
begin
    if (rst) 
    begin
        full<=0;    
    end    
    else if ((((wr_ptr==rd_ptr)&&rd_ptr)||(wr_ptr==15&&rd_ptr==0))&&!rd_en&&wr_en)       
    begin
        full<=1;    
    end
    else if (rd_en) 
    begin
        full<=0;    
    end
end
integer i;
always @(posedge clk or posedge rst) 
begin
    if (rst) 
    begin 
        for (i=0;i<=15;i=i+1) 
        begin
            FIFO[i]<=0;    
        end
    end    
    else if (wr_en&&!full) 
    begin
        FIFO[wr_ptr]<=din_reg;
    end
end
always @(posedge clk or posedge rst) 
begin
    if (rst) 
    begin
        dout_reg<=0;    
    end    
    else if (rd_en&!empty) 
    begin
        dout_reg<=FIFO[rd_ptr];    
    end
end
always @(posedge clk or posedge rst) 
begin
    if (rst) 
    begin
        valid<=0;    
    end    
    else if (rd_en&!empty) 
    begin
        valid<=1;    
    end
end
always @(posedge clk or posedge rst) 
begin
    if (rst) 
    begin
        dout<=0;
    end  
    else 
        dout<=dout_reg;
end
endmodule
```

## run.sh

```bash
#!/bin/bash
# OpenROAD 26Q1-2900-gdf79404cd8, Yosys 0.63+post, stock flow scripts
make -C /OpenROAD-flow-scripts/flow DESIGN_CONFIG=/design/flow/config.mk WORK_HOME=/design/flow/orfs finish
```

==> impl_metrics.ini <==
; implementation run metrics
[logic_synthesis]
synth-cells-yosys = 557
yosys.cell_types.count = 48
synth_cells = 557
top_cells_by_area = sky130_fd_sc_hd__dfrtp_1, sky130_fd_sc_hd__mux2_2, sky130_fd_sc_hd__mux2i_1, sky130_fd_sc_hd__a21oi_1, sky130_fd_sc_hd__ha_1
mappedNetlistArea_mm2 = 0.007264
top_cell = sky130_fd_sc_hd__dfrtp_1
netlist_top_cells_count = sky130_fd_sc_hd__dfrtp_1, sky130_fd_sc_hd__mux2_2, sky130_fd_sc_hd__a21oi_1, sky130_fd_sc_hd__nand2_1, sky130_fd_sc_hd__o21ai_0
asyncSetResetFlopFracSynth_pct = 100.0
avgSynthCellArea_um2 = 13.04
yosys.stat.chipArea_mm2 = 0.007264
yosysSeqAreaShare_pct = 56.17
synthFlopType = sky130_fd_sc_hd__dfrtp_1
ys.flops = 163
yosys.area.top_type_share_pct = 55.80
post-synth-top-area-cell = sky130_fd_sc_hd__dfrtp_1
number_of_synthesized_flops_with_an_enable_pin = 0
yosys_warnings = 2

[clock_tree]
cts_h_tree_depth = 4
path_clk_slew_ns = 0.06
inserted_clock_buffers = 17
cts_tree = done
number_of_buffers_on_the_longest_clock_path = 2
cts_sinks = 163
clock_latency_ns = 0.41
root_buffer = sky130_fd_sc_hd__clkbuf_16

[cells_and_area]
final_layout_size_suffix_gt1_share_pct = 33.39
combGateArea_mm2 = 0.002988
fillers = 1501
largest_register_ff_count = 128
seqCellArea_mm2 = 0.004080
syn2layout_area_growth_pct = 15.98
final_cells = 821

[routing]
residual_drc = 0
antenna_violating_nets_post_route = 0
vias = 4636
post_drt_via_cell_ratio = 5.647
route.antenna.diode_count = 0
drt-pass1-iter-count = 4
initialDrtViolationCount = 243
drt_wl_total_um = 16290
wl_per_cell_um = 19.84

[hold_path]
min_path_type = flip-flop to flip-flop
whs_path_depth = 0
holdPathEnd = dout[3]
min_from = dout_reg[3]

[pwr]
static-leakage-power_nw = 3.638
fraction_of_power_spent_switching_nets_pct = 33.46
internal_power_mw = 7.240
power_density_mw_per_mm2 = 1291
seqPwrFrac_pct = 41.8
p_clk_share_pct = 24.2
post-layout-total-power_mw = 10.88
vdd_ir_drop_max_v = 0.0006726
p_comb_share_pct = 34.0
switchingPower_mw = 3.640

[sta]
final.min_clock_period_ns = 2.157
finalSetupViolations = 0
max_freq_mhz = 463.5
slew_margin_rel_pct = 53.01
fraction_of_the_cycle_the_final_worst_path_needs_pct = 86.29
final-max-slew-violation-count = 0
max_slew.worst_pin.slew_ns = 0.7049
clock_skew_ns = 0.005789
timing.final.hold_violations = 0
unrepaired_setup_endpoints_after_global_routing = false

[critical_path]
crit_path_max_fanout = 22
reg2reg_to = dout_reg[5]
reg2reg_from = rd_ptr[1]
timing.critical_path.required_ns = 2.78
startpoint_type = flip-flop
timing_worst_setup_path_type = flip-flop to flip-flop
crit_path_cell_trace = inv_1 > ha_1 > buf_4 > a222oi_1 > a211oi_1 > a21oi_1 > a31oi_1
timing.reg2reg.setup_slack_ns = 0.34
cpPeakStageDelay_ns = 0.49
critPathSlowestCell = sky130_fd_sc_hd__dfrtp_1
worst_r2r_path_depth = 7
cp-startpoint = rd_ptr[1]
critical_path.endpoint_type = flip-flop
critPathArrivalTime_ns = 2.44

[grt]
grt_antenna_before_repair = 0
grt_remaining_overflow = 0
first_global_vias = 4575
first_pass_grt_wire_length_um = 26400
grt_start_max_net_pins = 67
gr_usage_total_pct = 19.64

[floorplan]
floorplan.die_area_mm2 = 0.01870
die_height_um = 136.8
die_outline_width_um = 136.8
fp.coreArea_mm2 = 0.01754
design.portCount = 23
rows = 48
fp_util_pct = 41.42

[run]
number_of_maximum_capacitance_constraint_violations = 0
warning_total_across_the_stage_logs = 32

[status]
status = finished clean

[placed_design]
dp_hpwl_um = 10870
dpl.cell_count = 789
final_replace_weighted_congestion = 0.8501
portBuffers = 22
==> logic make-up after synthesis <==
kind of cell	count (synthesis)	share of synthesized area (%)
flops	163	56.17
mux	141	21.81
compound gates	113	10.78
simple gates	80	6.528
buf+inv	47	2.738
fa+ha+maj	8	1.378
xor+xnor	5	0.6028
==> stage by stage <==
stage | setup TNS, ns | area (µm²) | util [%] | setup WS (ns) | hold WS (ns)
finish | 0 | 8426 | 48.05 | 0.3427 | 0.3765
global route | 0 | 8426 | 48.05 | 0.2578 | 0.3849
CTS | 0 | 8423 | 48.03 | 0.1934 | 0.3808
detailed placement | 0 | 7815 | 44.56 | 0.1914 | 0.3617
global placement | 0 | 7815 | 44.56 | 0.2137 | 0.3575
floorplan | -11.34 | 7268 | - | -0.06999 | 0.3540
==> area by class of cell <==
cell class / instances / area share [%]
Timing Repair Buffer: 45 / 5.108
Tap cell: 225 / 3.341
Multi-Input combinational cell: 347 / 35.46
Sequential cell: 163 / 48.43
Inverter: 9 / 0.4455
Clock buffer: 17 / 5.049
Clock inverter: 15 / 2.168
==> cells in the final DEF (no fill, tap or decap), types with 10 or more instances in the layout <==
cell type / instances
sky130_fd_sc_hd__nand3_1: 10
sky130_fd_sc_hd__o21ai_0: 18
sky130_fd_sc_hd__a31oi_1: 12
sky130_fd_sc_hd__clkdlybuf4s50_1: 22
sky130_fd_sc_hd__nor2_1: 12
sky130_fd_sc_hd__nand2_2: 12
sky130_fd_sc_hd__a21oi_1: 20
sky130_fd_sc_hd__nand2_1: 20
sky130_fd_sc_hd__a22oi_1: 13
sky130_fd_sc_hd__buf_4: 20
sky130_fd_sc_hd__mux2i_1: 12
sky130_fd_sc_hd__mux2_2: 120
sky130_fd_sc_hd__dfrtp_1: 162
sky130_fd_sc_hd__clkbuf_16: 17
==> power groups by stage <==
stage	logic [mW]	registers [mW]	clock network, mW
after CTS	3.72	4.55	2.70
after global routing	4.05	4.69	2.83
final	3.70	4.55	2.63
==> critical path: cells and delay by family (launching register included) <==
kind / cells / cell delay (ns)
DFF: 1 / 0.49
buffers and inverters: 2 / 0.33
AOI/OAI and AO/OA: 4 / 1.00
adders and majority gates: 1 / 0.19
==> routing by layer <==
| layer | GRT usage (%) | routed length (µm) |
|---|---|---|
| met3 | 6.652 | 1185 |
| met2 | 28.45 | 7353 |
| met1 | 30.45 | 7500 |
| met4 | 2.593 | 246 |
| met5 | 0 | 0 |
==> repair_timing <==
item | CTS | global route
setup buffers | 0 | 0
hold buffers | 0 | 0
endpoints found under the setup margin | 0 | 1
resized | 0 | 1
==> worst max-delay path by stage <==
stage         slack, ns           to  cells past startpoint
CTS                0.19  dout_reg[5]                      6
finish             0.34  dout_reg[5]                      7
global route       0.26  dout_reg[5]                      7
Power is estimated from default activity; no workload was simulated.
